### flow/config.mk
export PLATFORM = sky130hd
export DESIGN_NAME = bcdc
export DESIGN_NICKNAME = bcdc
export VERILOG_FILES = /design/flow/design.v
export SDC_FILE = /design/flow/constraint.sdc
export NUM_CORES = 4
export LEC_CHECK = 1
export CORE_AREA = 10 10 87 87
export DIE_AREA = 0 0 97 97
### flow/design.v
module bcdc(input clk,input rst,output reg [11:0] q);
	reg [3:0] d0,d1,d2;
	always @(posedge clk) begin
		if (!rst) begin
			q <= 0;
			d0 <= 0;
			d1 <= 0;
			d2 <= 0;
		end
		else begin
			if (d0 == 9) begin
				d0 <= 0;
				if (d1 == 9) begin
					d1 <= 0;
					if (d2 == 9) begin
						d2 <= 0;
					end
					else d2 <= d2 + 1;
				end
				else d1 <= d1 + 1;
			end
			else d0 <= d0 + 1;		
			q <= {d2,d1,d0};
		end
	end
endmodule
### flow/constraint.sdc
current_design bcdc

set clk_period 2.3
set clk_io_pct 0.2

create_clock -name clk0 -period $clk_period [get_ports {clk}]

set non_clock_inputs [all_inputs -no_clocks]
set_input_delay [expr $clk_period * $clk_io_pct] -clock clk0 $non_clock_inputs
set_output_delay [expr $clk_period * $clk_io_pct] -clock clk0 [all_outputs]
### flow/run.sh
#!/bin/bash
# OpenROAD 26Q1-2900-gdf79404cd8, Yosys 0.63+post, stock flow scripts
make -C /OpenROAD-flow-scripts/flow DESIGN_CONFIG=/design/flow/config.mk WORK_HOME=/design/flow/orfs finish
==> flow_metrics.py <==
# Flow results
metrics = {
    "synth": {
        "ys_cells": 90,
        "syn_area_per_cell_um2": 10.1,
        "ff_type": "dfxtp_1",
        "synth-async-reset-ratio": 0,
        "netlist_instances": 90,
        "synth_cell_types": 33,
        "ys_ff": 24,
        "ys_seq_frac": 0.530,
        "netlist_area_um2": 906,
        "yosys.stat.chipArea_um2": 906,
        "synth-edff-count": 0,
        "synth_warnings": 1,
    },
    "sta": {
        "finalHoldViolations": 0,
        "setup-tns-final_ps": 0,
        "fmax_ghz": 0.624,
        "fin_crit_ps": 1600,
        "rsz0062_at_grt": "no",
        "finalCritPeriodShare": 0.696,
        "worstMarginPinSlew_ps": 304,
        "finalClockSkew_ps": 2.90,
        "slew_headroom": 0.797,
        "setup_viol": 0,
        "slew_viol_final": 0,
    },
    "floorplanning": {
        "rows": 27,
        "fp_util": 0.161,
        "die_x_um": 97,
        "fp.dieH_um": 97,
        "core-area_um2": 5640,
        "io_pins": 14,
        "die_area_um2": 9410,
    },
    "run": {
        "tool_warnings": 26,
        "cap_violations": 0,
    },
    "global_route": {
        "track_usage": 0.0347,
        "grt_pass1_vias": 629,
        "grt_max_degree": 15,
        "grt_antenna_before_repair": 0,
        "grt-ovfl-total": 0,
        "grt_pass1_wl_um": 2880,
    },
    "final_layout": {
        "fin_area_um2": 1200,
        "fill_cells": 596,
        "synthToLayoutAreaGrowth_pct": 32.6,
        "mi_logic_area_um2": 403,
        "flop_area_um2": 480,
        "drive_gt1_frac": 0.103,
    },
    "critical_path": {
        "critPathKind": "in2reg",
        "cp-end-kind": "flop",
        "critPathBufInv": 1,
        "required_ps": 2450,
        "arrival_ps": 1750,
        "start_kind": "input port",
        "crit_path_top_delay_cell": "clkdlybuf4s50_1",
        "crit_chain": "clkdlybuf4s50_1 > and2_1 > a21boi_2 > or3b_1",
        "critPathMaxFanout": 10,
        "crit_family": "simple AND/OR/NAND/NOR gates",
        "worst_path_largest_cell_delay_ps": 550,
    },
    "placement": {
        "gp_congestion": 0.776,
        "hpwl_um": 1220,
        "placed_area_um2": 1130,
        "portBuffers": 13,
    },
    "min_path": {
        "hp-class": "reg2reg",
    },
    "detailed_routing": {
        "vias": 661,
        "wl_per_cell_um": 9.31,
        "viasPerCell": 3.69,
        "n_antenna_cell": 0,
        "drc_errors": 0,
        "drt-pass1-iter-count": 4,
        "postRouteAntennaNets": 0,
        "drt-total-wl_um": 1670,
        "drt_iter0_drc": 33,
    },
    "power_and_ir_drop": {
        "ir_worst_vdd_uv": 369,
        "p_leak_nw": 0.465,
        "power_per_cell_area_nw_per_um2": 685,
    },
    "clocking": {
        "ctsHoldBuffers": 0,
        "cts_root_buffer": "clkbuf_8",
        "clk_pin_slew_ps": 80,
        "tritoncts": "yes",
        "worstSkewPairLatency_ps": 270,
        "postCtsResizedCells": 0,
        "numCtsBuffers": 3,
        "clockBufferDepth": 2,
        "clkSinkCount": 24,
        "htree_levels": 1,
        "post_cts_buffers": 0,
    },
    "run_status": {
        "status": "finished, final reports clean",
    },
}
-- cells in the final DEF, fill, tap and decap left out, drive strengths merged, types with 2 or more instances in the layout --
master,n
nand2,6
or3,2
a21boi,3
nand3b,2
inv,5
clkbuf,3
o21ai,2
nor2b,4
clkdlybuf4s50,13
and2,8
or3b,2
nor2,6
dfxtp,24
a21oi,6
nand2b,2
ha,2
-- cell families (layout without fill, tap and decap cells) --
| logic type | Yosys count | after routing | share of synthesized area |
|---|---|---|---|
| and+or+nand+nor | 41 | 41 | 0.282 |
| DFF | 24 | 24 | 0.530 |
| AOI/OAI and AO/OA | 14 | 14 | 0.0981 |
| buffers and inverters | 6 | 23 | 0.0249 |
| adders and majority gates | 2 | 2 | 0.0276 |
| muxes | 2 | 2 | 0.0276 |
| xor gates and xnor gates | 1 | 1 | 0.00967 |
-- tightest hold or removal path, stage by stage, from the launching register on --
cell	delay (ps)
dfxtp_1	330
nand2_1	80
inv_1	40
-- metrics by stage --
stage               setup slack [ps]   util  std cells  power [mW]  hold slack (ps)
global placement                 437  0.200        175       0.467              461
global route                     602  0.213        179       0.861              515
CTS                              688  0.213        179       0.841              479
detailed placement               386  0.200        175       0.468              469
finish                           699  0.213        179       0.823              479
floorplan                        851      -         90       0.452              445
-- power breakdown --
| part | switching, mW | internal (mW) | leakage, nW | total [mW] |
|---|---|---|---|---|
| clock network | 0.134 | 0.233 | 0.0357 | 0.366 |
| logic | 0.0136 | 0.0149 | 0.235 | 0.0285 |
| registers | 0.00586 | 0.422 | 0.194 | 0.428 |
| total | 0.153 | 0.670 | 0.465 | 0.823 |
-- cells in the mapped netlist, drive strengths merged (2+ instances only) --
library cell  count  area, µm²
dfxtp            24        480
and2              8       51.3
a21oi             6       30.0
nand2             6       22.5
nor2              6       22.5
inv               5       18.8
nor2b             4       25.0
a21boi            3       26.3
ha                2       25.0
nand2b            2       12.5
nand3b            2       15.0
o21ai             2       10.0
or3               2       12.5
or3b              2       17.5
-- worst paths after layout --
check | cells past startpoint | slack (ps) | to | from
max | 4 | 700 | d2[3] | rst
max reg2reg | 4 | 710 | d2[0] | d0[0]
min | 2 | 480 | q[7] | d1[3]
min reg2reg | 2 | 480 | q[7] | d1[3]
-- state kept, by name (all words and copies together), names as in the netlist --
name / count
q: 12
d1: 4
d2: 4
d0: 4
-- layout make-up --
class,count,area share
flip-flops and latches,24,0.400
multi-input cells,60,0.335
repair buffers,14,0.115
well taps,72,0.0750
clock buffers,3,0.0344
clock inverters,1,0.0250
inverters,5,0.0156
-- metal layers --
layer,global-route usage,part of all wire
met3,0.0158,0.081
met2,0.0593,0.46
met4,0.00789,0.020
met5,0,0
met1,0.0382,0.44
Power and IR drop assume default switching activity.
