$ cat flow/design.v
module half_adder(a,b,s,cout);
input a,b;
output s,cout;
xor(s,a,b);
and(cout,a,b);
endmodule
module full_adder(a,b,cin,s,cout);
input a,b,cin;
output s,cout;
wire w1,w2,w3;
half_adder h1(a,b,w1,w2);
half_adder h2(w1,cin,s,w3);
or(cout,w3,w2);
endmodule
module adder(input [7:0]a,input [7:0]b,input cin,output [7:0]s,output cout);
wire [6:0]w;
full_adder f1(a[0],b[0],cin,s[0],w[0]);
full_adder f2(a[1],b[1],w[0],s[1],w[1]);
full_adder f3(a[2],b[2],w[1],s[2],w[2]);
full_adder f4(a[3],b[3],w[2],s[3],w[3]);
full_adder f5(a[4],b[4],w[3],s[4],w[4]);
full_adder f6(a[5],b[5],w[4],s[5],w[5]);
full_adder f7(a[6],b[6],w[5],s[6],w[6]);
full_adder f8(a[7],b[7],w[6],s[7],cout);
endmodule
$ cat flow/run.sh
#!/bin/bash
# OpenROAD 26Q1-2900-gdf79404cd8, Yosys 0.63+post, stock flow scripts
make -C /OpenROAD-flow-scripts/flow DESIGN_CONFIG=/design/flow/config.mk WORK_HOME=/design/flow/orfs finish
$ cat flow/config.mk
export PLATFORM = sky130hd
export DESIGN_NAME = adder
export DESIGN_NICKNAME = adder
export VERILOG_FILES = /design/flow/design.v
export SDC_FILE = /design/flow/constraint.sdc
export NUM_CORES = 4
export LEC_CHECK = 1
export CORE_AREA = 10 10 70 70
export DIE_AREA = 0 0 80 80
$ cat flow/constraint.sdc
current_design adder

set clk_period 7.7
set clk_io_pct 0.2

create_clock -name clk0 -period $clk_period

set non_clock_inputs [all_inputs -no_clocks]
set_input_delay [expr $clk_period * $clk_io_pct] -clock clk0 $non_clock_inputs
set_output_delay [expr $clk_period * $clk_io_pct] -clock clk0 [all_outputs]
==> results.tsv <==
stage	metric	value	unit
route	route.antenna.remaining_nets	0	
route	routed_wire_length_per_instance	8.54	um
route	diodes	0	
worst_setup_path	cp_cell_sequence	clkdlybuf4s50_1 -> fa_1 -> fa_1 -> fa_1 -> fa_1 -> fa_1 -> fa_1 -> fa_1 -> inv_1 -> fa_1 -> inv_1 -> clkdlybuf4s50_1	
sta	setup_viol	0	
worst_setup_path	timing.critical_path.slowest_stage_cell	sky130_fd_sc_hd__clkdlybuf4s50_1	
worst_setup_path	timing.setup.critical_path_class	input port to output pin	
sta	max_clock_freq	0.137	GHz
sta	tightest_slew	0.101	ns
synthesis	yosys.cell_types.count	3	
worst_hold_path	worst_hold_path_type	input port to output pin	
die	core_region_area	3420	sq um
power_and_ir_drop	power.density	70.3	nW/um^2
global_route	overflow_after_grt	0	
sta	rsz0062_at_grt	no	
route	drt-vias-per-instance	2.26	
die	rows	21	
finish	area_taken_by_flip_flops_and_latches	0	sq um
synthesis	synthesis.instances	21	
sta	hold_violations	0	
global_route	use_met3	0.0318	
die	initCoreUtil	0.0700	
synthesis	post_synth.cell_area_avg	11.4	sq um
run	cap_violations	0	
global_route	grt_pass1_vias	208	
global_route	global_route.usage.total	0.0210	
global_route	grt_util_met1	0.0257	
sta	finalCriticalPeriod	7.28	ns
die	chip_area	6400	sq um
sta	layout_worst_path_cycle_share	0.945	
placement	port_buffers	26	
clocking	post_cts_buffers	0	
worst_setup_path	timing.critical_path.buf_inv	4	
worst_setup_path	cp_data_required_time	6.16	ns
die	die.size.x	80	um
worst_setup_path	cp_common_cell	sky130_fd_sc_hd__fa_1	
placement	placed_cells_incl_taps	85	
finish	area_growth	108	%
finish	mi_logic_area	160	sq um
route	route.final.wire_length	726	um
worst_setup_path	startpoint_type	input port	
synthesis	synth-cells-yosys	21	
clocking	cts_resized	0	
die	die_height	80	um
synthesis	synth-area-yosys	239	sq um
sta	max-slew-margin-rel	0.932	
global_route	number_of_antenna_violations_at_the_first_check_in_global_routing	0	
placement	dpl.hpwl	730	um
route	drt_pre_antenna_iters	1	
finish	final_layout_size_suffix_gt1_frac	0	
run	log.warning_count	32	
synthesis	synth_area	239	sq um
route	num_vias	192	
global_route	global_route_wire_length_before_repair	1060	um
finish	final.fill_count	397	
global_route	grt.met2_usage	0.0193	
clocking	cts_hold_repair.buffers	0	
power_and_ir_drop	static-leakage-power	0.187	nW
worst_setup_path	critical_path_peak_fanout	1	
worst_setup_path	crit_path_end_kind	output pin	
sta	drv_slew	0	
placement	finalWeightedCongestion	0.805	
synthesis	register_share_after_synthesis	0	
finish	design.seq.count	0	
global_route	grt_start_max_net_pins	2	
route	post_detailed_route_drc_marker_count	0	
synthesis	yosys_synthesis_warning_count	0	
sta	tns	0	ns
die	boundaryPins	26	
worst_setup_path	highest_cell_delay_on_the_worst_timing_path	0.47	ns
finish	fin_cells	85	
finish	layout.clock_buffers	0	
route	drtIter0Drc	0	
worst_setup_path	path_delay_family	adder cells	
power_and_ir_drop	vdd_drop_max	0.0176	mV
worst_setup_path	cp.arrival	5.74	ns
run_status	outcome	complete, no violations	
global_route	grt-busiest-layer	met3	
## cell usage after synthesis
| cell type | count | area [sq um] |
|---|---|---|
| sky130_fd_sc_hd__inv_1 | 5 | 18.8 |
| sky130_fd_sc_hd__fa_1 | 8 | 160 |
| sky130_fd_sc_hd__buf_4 | 8 | 60.1 |
## report_power, final
part / leakage (nW) / total (mW) / switching (mW) / internal (mW)
sequential: 0 / 0 / 0 / 0
clock: 0 / 0 / 0 / 0
combinational: 0.187 / 0.0349 / 0.00916 / 0.0257
## final timing paths
path	start	to	slack, ns	depth (start not counted)
worst max-delay path	a[0]	s[7]	0.42	12
worst min-delay path	b[7]	cout	4.13	5
## cells in the final DEF, fill, tap and decap left out, drive strengths merged
master / instances
inv: 5
clkdlybuf4s50: 26
fa: 8
## per-layer routing
layer | share of wire | vias to the layer above | wire [um]
met1 | 0.36 | 80 | 262
met4 | 0 | 0 | 0
met5 | 0 | - | 0
met2 | 0.21 | 26 | 151
li1 | - | 86 | -
met3 | 0.43 | 0 | 312
## cells by family (layout without fill, tap and decap cells)
| group | after synthesis | after routing | synth area share |
|---|---|---|---|
| adder cells (fa/ha/maj) | 8 | 8 | 0.670 |
| buffers and inverters | 13 | 31 | 0.330 |
## tightest hold or removal path: stages
cell and delay, ns:
sky130_fd_sc_hd__clkdlybuf4s50_1 0.39, sky130_fd_sc_hd__inv_1 0.07, sky130_fd_sc_hd__fa_1 0.16, sky130_fd_sc_hd__inv_1 0.03, sky130_fd_sc_hd__clkdlybuf4s50_1 0.40
## final cells by class
type               instances  area share
repair buffers            26       0.524
multi-input cells          8       0.322
well taps                 46       0.116
inverters                  5      0.0378
## stage by stage
| step | utilization | worst slack, ns | area, sq um | hold WS [ns] | total power, mW |
|---|---|---|---|---|---|
| after floorplan | - | 1.35 | 239 | 3.29 | 0.0165 |
| after global placement | 0.145 | 0.402 | 497 | 4.14 | 0.0357 |
| after CTS | 0.145 | 0.388 | 497 | 4.15 | 0.0357 |
| after global routing | 0.145 | 0.217 | 497 | 4.19 | 0.0391 |
| final | 0.145 | 0.422 | 497 | 4.13 | 0.0349 |
| after detailed placement | 0.145 | 0.396 | 497 | 4.14 | 0.0356 |
Power and IR drop assume default switching activity.
