==> design/flow/design.v <==
module rw_reg(input clk,input rst,input rw,input [15:0] write_1, input [15:0] write_2,output reg [15:0] read);
	reg [15:0] block;
	reg toggle;
	always @(posedge clk) begin
		if (!rst) begin
			block <= 0;
			toggle <= 0;
		end
		else begin
			if (rw) begin
				if (!toggle) begin
					block <= write_1;
					toggle <= 1;
				end
				else begin
					block <= write_2;
					toggle <= 0;
				end
			end
			else read <= block;	
		end
	end
endmodule
==> design/flow/run.sh <==
#!/bin/bash
# OpenROAD 26Q1-2900-gdf79404cd8, Yosys 0.63+post, stock flow scripts
make -C /OpenROAD-flow-scripts/flow DESIGN_CONFIG=/design/flow/config.mk WORK_HOME=/design/flow/orfs finish
==> design/flow/config.mk <==
export PLATFORM = sky130hd
export DESIGN_NAME = rw_reg
export DESIGN_NICKNAME = rw_reg
export VERILOG_FILES = /design/flow/design.v
export SDC_FILE = /design/flow/constraint.sdc
export NUM_CORES = 4
export LEC_CHECK = 1
export CORE_AREA = 10 10 105 105
export DIE_AREA = 0 0 115 115
==> design/flow/constraint.sdc <==
current_design rw_reg

set clk_period 4.3
set clk_io_pct 0.2

create_clock -name clk0 -period $clk_period [get_ports {clk}]

set non_clock_inputs [all_inputs -no_clocks]
set_input_delay [expr $clk_period * $clk_io_pct] -clock clk0 $non_clock_inputs
set_output_delay [expr $clk_period * $clk_io_pct] -clock clk0 [all_outputs]
==> notes.md <==
Numbers from the implementation run.

The flow ran to the end, and the final reports show no timing, DRC or antenna violations. The type of element capturing the critical path is a flop. The wire length of the first global-routing pass is between 4000 and 5000 um. The capturing point of the worst reg2reg path is block[8]$_SDFFE_PN0P_. The number of library cell types mapped by synthesis is 13.

The path class of the lowest-slack min-delay path is flop to flop. Checking max transition, the worst relative margin is 0.658. The first detailed-routing pass took 3 iterations. The portion of the post-synthesis area used by sequential elements is 0.674. In this run the mean area of a mapped cell was 13.4 sq um.

The time the worst path needs with I/O delays and setup is ~2.3 ns. For this run, the final setup violation count is recorded as 0. Max-cap violations in this run came to 0. The total negative slack is 0 ns.

OpenSTA, run right after detailed placement, puts the worst setup slack at between 1.5 and 2 ns. The starting density of the core is 0.139. The final max-slew violation count recorded for this run is 0. For reference, the most critical setup path is categorized as input pin to flop. The clock tree root driver cell is clkbuf_8. The clock transition time at the flip-flop clock pins of the worst setup and hold paths is 0.06 ns. The power after layout is slightly above 700 uW. The chip area is between 10,000 and 15,000 sq um.

Relative to the synthesized area, the layout overhead comes to 58.5%. Looking at the post-CTS report, the setup buffer insertion count equals 0. The leakage power in the latest report is a little under 0.7 nW. The congestion estimate from routability-driven global placement came to 0.700. The maximum clock frequency is 0.427 GHz. For this design, the CTS-stage hold fixing added 0 buffers. The portion of the clock cycle consumed by the worst path in the final layout is 0.545. The number of hold violations in the final report is 0. The critical path data required time is 4.28 ns. Setup repair after global routing left no endpoint under its margin.

Across the routed clock network, the largest skew measured is 0.00238 ns. The count of routing violations after the opening detailed-route iteration is approximately 40. Looking at the hold checks, the worst path lands on read[0]$_DFFE_PP_.

The final report gives the core utilization as 0.220. The critical path contains buffers and inverters numbering 2 combined. The hold path depth is 0. For the pin with the worst max-slew slack, the measured transition is 0.511 ns.

Overall routing resource usage recorded by global route was 0.0460. For this block, the routed nets add up to 3150 um of wire. Measured in cells, the most critical reg-to-reg path has a length of 3. The die width is around 120 um.

Listed in order, past its start point the critical path passes clkdlybuf4s50_1, nor2b_2, buf_4. The number of core rows is 34. The clock tree synthesis step divided the H-tree into 2 levels. The number of instances resized during post-cts repair is 0. The highest net fanout along the worst path is 18. The number of storage elements in the synthesis netlist is 33. The detailed placement HPWL is 2570 um. The script logs the ratio of routed vias to standard cells as 3.30. The via count of the first global-routing pass is 909.

The total CTS buffers is 5. The worst-skew pair later-pin latency is roughly 0.27 ns. In this run the remaining antenna-violating nets after routing total 0. For this run, the slowest stage of the critical path takes 0.79 ns. The number of antenna cells inserted is 0. The routed layout has around 840 vias. The slack of the critical path is just under 2 ns. The number of primary I/O pins is 51.

The clock passes through at most 2 buffers. Of the cells placed in the final design, the portion with a size suffix greater than 1 is 0.0690. The area of the placeable core is 8760 sq um.

Among cell families on the critical path, the largest total delay comes from buffers and inverters. Per the GRT congestion report, total overflow comes to 0. The die is 115 um tall. The total tool warning count is 25. For the worst min-delay path, the startpoint reported by OpenROAD is block[0]$_SDFFE_PN0P_.

The number of antenna violations at the first check in global routing is 0. The number of clock sinks seen by CTS is 33. In this run the cell area measured after placement is 1820 sq um. The routed layout reports a DRC error count of 0. The cell area after layout is 1930 sq um. The minimum setup slack among reg-to-reg paths is between 2 and 3 ns. The clock tree from TritonCTS is yes. Synthesis handed over a netlist of just over 90 instances. The yosys-reported design area after synthesis is 1220 sq um.

STA classifies the critical path startpoint as an input pin. In the Yosys report the total cell count is 91. The cell area after synthesis is approximately 1200 sq um. The number of port buffers is about 50.

Per the power-grid run, VDD falls by no more than 0.000167 V. STA lists the startpoint of the worst register-to-register path as toggle$_SDFFE_PN0P_. The script logs the mean routed wire length per placed instance as 12.5 um. According to the timing report, the arrival time at the worst endpoint equals 2.32 ns. Warnings reported by Yosys during synthesis add up to 1. The cell with the largest stage delay on the worst path is clkdlybuf4s50_1.

The script computed a power per unit cell area of 374 nW/um^2. The maximum number of pins on one net before global-route repair is 35.
==> sequential cells by signal, indices dropped and copies added, names as in the netlist <==
name / count
block: 16
toggle: 1
read: 16
==> synthesized netlist by cell type <==
cell / number / share of area
buf_6: 1 / 0.0092
buf_12: 1 / 0.016
a21oi_1: 16 / 0.066
o21ai_1: 1 / 0.0041
nor2b_1: 1 / 0.0051
buf_2: 4 / 0.016
dfxtp_1: 17 / 0.28
xor2_1: 1 / 0.0072
and2_1: 1 / 0.0051
edfxtp_1: 16 / 0.39
o21ai_0: 15 / 0.062
mux2i_1: 16 / 0.13
clkbuf_1: 1 / 0.0031
==> worst max-delay path by stage <==
stage,start,to,slack [ns],cells after the start
4_1_cts,rst,read[13]$_DFFE_PP_,1.95,3
5_1_grt,rst,read[12]$_DFFE_PP_,1.87,3
6_report,rst,read[12]$_DFFE_PP_,1.96,3
==> metrics by stage <==
step           std cells  hold slack [ns]
2_1_floorplan         91            0.403
3_3_place_gp         245            0.409
3_5_place_dp         245            0.410
4_1_cts              253            0.426
5_1_grt              253            0.439
6_report             253            0.425
==> logic make-up (layout without fill, tap and decap cells) <==
| family | count (synthesis) | after routing | share of synthesized area |
|---|---|---|---|
| flops | 33 | 33 | 0.674 |
| buf+inv | 7 | 61 | 0.0452 |
| compound gates | 32 | 32 | 0.132 |
| mux | 16 | 16 | 0.132 |
| simple gates | 2 | 2 | 0.0103 |
| xor+xnor | 1 | 1 | 0.00720 |
==> layout by cell type, fill, tap and decap left out <==
master           instances
clkdlybuf4s50_1         50
dfxtp_1                 17
mux2i_1                 16
a21oi_1                 16
edfxtp_1                16
o21ai_0                 15
clkbuf_8                 5
buf_4                    3
nor2b_2                  1
o21ai_1                  1
xor2_1                   1
and2_1                   1
bufinv_16                1
clkinv_1                 1
clkbuf_1                 1
==> area by class of cell <==
| class | instances | area (sq um) |
|---|---|---|
| Timing Repair Buffer | 53 | 523 |
| Sequential cell | 33 | 821 |
| Fill cell | 940 | 6830 |
| Multi-Input combinational cell | 51 | 344 |
| Clock inverter | 2 | 33.8 |
| Tap cell | 108 | 135 |
| Clock buffer | 6 | 72.6 |
==> routing by layer <==
layer	GRT usage	up-vias	share of wire
met5	0	-	0
met4	0.00908	0	0.016
met3	0.0164	2	0.057
met2	0.0841	26	0.53
met1	0.0500	368	0.39
li1	-	439	-
==> report_power, final <==
part           total, mW  internal [mW]  switching (mW)
clock              0.270          0.171          0.0992
combinational     0.0892         0.0579          0.0313
sequential         0.363          0.352          0.0103
Power is estimated from default activity; no workload was simulated.
